File: /design/flow/config.mk
export PLATFORM = sky130hd
export DESIGN_NAME = mod_counter_hardcoded
export DESIGN_NICKNAME = mod_counter_hardcoded
export VERILOG_FILES = /design/flow/design.v
export SDC_FILE = /design/flow/constraint.sdc
export NUM_CORES = 4
export LEC_CHECK = 1
export CORE_AREA = 10 10 70 70
export DIE_AREA = 0 0 80 80
File: /design/flow/constraint.sdc
current_design mod_counter_hardcoded

set clk_period 1.7
set clk_io_pct 0.2

create_clock -name clk0 -period $clk_period [get_ports {clk}]

set non_clock_inputs [all_inputs -no_clocks]
set_input_delay [expr $clk_period * $clk_io_pct] -clock clk0 $non_clock_inputs
set_output_delay [expr $clk_period * $clk_io_pct] -clock clk0 [all_outputs]
File: /design/flow/design.v
module mod_counter_hardcoded #(parameter BITS = 4)(
    input clk,
    input reset_n,
    input enable,
    output [BITS - 1:0] Q
);
reg [BITS -1 : 0] Q_reg,Q_next;
wire done;
assign done = Q_reg == 12;
always @ (posedge clk , negedge reset_n)
begin	
	if (~reset_n)
		Q_reg <= 0;
	else if (enable) 
		Q_reg <= Q_next;
	else
		Q_reg <= Q_reg;
end
always @ (*)
begin
		Q_next =done ? 1'b0 :Q_reg+1;
end
assign Q=Q_reg;
endmodule
File: /design/flow/run.sh
#!/bin/bash
# OpenROAD 26Q1-2900-gdf79404cd8, Yosys 0.63+post, stock flow scripts
make -C /OpenROAD-flow-scripts/flow DESIGN_CONFIG=/design/flow/config.mk WORK_HOME=/design/flow/orfs finish
==> run summary <==
Implementation numbers.

- In the post-route report, total wirelength is listed as 536 um.
- The cell type of the slowest stage on the worst timing path is sky130_fd_sc_hd__clkdlybuf4s50_1.
- The clock latency at the later pin of the worst-skew pair is 0.23 ns.
- The length of routed met2 wiring is 164 um.
- The startpoint of the worst register-to-register path reads Q_reg[0]$_DFFE_PN0P_.
- The Yosys chip area reads 206 um2.
- The script parses the final routing iteration and logs DRC violations as 0.
- The CTS root buffer reads sky130_fd_sc_hd__clkbuf_4.
- The netlist area before placement reads 206 um2.
- The via-per-instance ratio reads 2.53.
- The floorplan-stage core utilization reads 6.04%.
- The number of diodes is 0.
- The CTS report gives the tree buffer count as 3.
- Per the power-grid run, VDD falls by no more than 0.264 mV.
- The power per cell area is 1490 nW/um2.
- The flip-flop count of the largest register after layout is 4.
- The placeable core area is 3420 um2.
- The number of H-tree branching levels reads 1.
- The sum of routed wire segments on met1 is 240 um.
- The total grt overflow is 0.
- The count of boundary I/O pins reads 7.
- The worst reg-to-reg setup slack reads 0.53 ns.
- The proportion of netlist area held by the largest area contributor is 48.5%.
- The endpoint identified for the worst register-to-register timing path is Q_reg[3]$_DFFE_PN0P_.
- The number of warnings issued by yosys is 1.
- The primary flip-flop cell chosen by synthesis mapping reads sky130_fd_sc_hd__dfrtp_1.
- The register bit count reported by yosys reads 4.
- The transition time recorded at the tightest slew-check pin is 0.241 ns.
- The average instance in the mapped netlist occupies 9.83 um2.
- The area of all placed cells without fillers reads 347 um2.
- The fill cell total of the finished layout is 398.
- The number of hold buffers added after CTS was 0.
- Per the post-run analysis, buffers plus inverters along the critical path come to 1.
- The classification of the worst-slack hold path reads in -> async.
- The first global-routing pass estimated 841 um of wire.
- Setup repair after global routing left no endpoint under its margin.
- The logic depth of the worst path, buffers included is 1.
- The placer congestion estimate reads 0.782.
- The number of standard cells after synthesis is 21.
- Pins over their slew limit in the final report were tallied at 0.
- Checking max transition, the worst relative margin is 83.8%.
- The die extent in y reads 80 um.
- The arrival time of data at the worst endpoint is listed as 1.15 ns.
- The cell type group with the largest total delay on the critical path reads buffers and inverters.
- By count the netlist is led by sky130_fd_sc_hd__dfrtp_1 (4), sky130_fd_sc_hd__a21oi_1 (3).
- STA classifies the critical path endpoint as an output port.
- The clock sink total is 4.
- The number of cells reported by Yosys stat comes to 21.
- After the first detailed-routing iteration, the DRC count stood at 0.
- The clock edge transition at the registers on the reported setup and hold paths is 0.04 ns.
- The max capacitance violation total reads 0.
- The relative area change from synthesis to final layout reads 67.9%.
- OpenSTA lists the critical path endpoint as Q[3].
- The layout cell share with drive strength beyond 1 is 16.7%.
- The final hold violation count reads 0.
- The share of synthesized area occupied by flip-flops and latches is 48.5%.
- The reported leakage power reads 0.135 nW.
- Across all layers, the routed design uses 192 vias.
- The cell resize tally after clock tree synthesis reads 0.
- The report puts the cell count of the worst reg-to-reg path at 5.
- The worst path required time reads 1.36 ns.
- The library cell with the highest instance count after synthesis is sky130_fd_sc_hd__dfrtp_1.
- Yosys attributes the largest share of cell area to sky130_fd_sc_hd__dfrtp_1 (48%), sky130_fd_sc_hd__ha_1 (12%), sky130_fd_sc_hd__o41ai_2 (7.9%), sky130_fd_sc_hd__a21oi_1 (7.3%), sky130_fd_sc_hd__nand3_1 (4.8%).
- Per the post-route antenna check, the number of violating nets is 0.
- The register cell area after layout is 100 um2.
- In the Yosys stats the netlist draws on 11 distinct library cells.
- The via count of the first global-routing pass was 208.
- The width of the die is 80 um.
- After detailed routing, the met3 layer carries 123 um of wire.
- In this run the core area contains 21 standard-cell rows.
- The global router's overall resource usage is 1.69%.
- The placement-stage worst setup slack reads 0.285 ns.
- Per STA, the worst path is made up of clkdlybuf4s50_1.
- The startpoint class of the critical path is a flip-flop.
- The multi-input combinational cells in the finished layout cover a total of 98.8 um2.
- Tracing the worst setup path back leads to its startpoint at Q_reg[3]$_DFFE_PN0P_.
- The chip occupies 6400 um2.
- The final number of setup-violating endpoints reads 0.
- The smallest clock period supported by the final layout is computed as 1.49 ns.
- The setup TNS after final layout is 0 ns.
- The buffer levels on the longest clock path is 2.
- The number of buffers added on ports reads 6.
- The run finished with clean final reports.
- Entering global routing, the biggest net connects 7 pins.
- The share of the clock period used by the worst path is 87.6%.
- The top cell type by total area after synthesis is sky130_fd_sc_hd__dfrtp_1.
- The smallest setup slack after layout reads 0.210 ns.
- The number of placed cells counting well taps is 73.
- The number of warnings in the stage logs is 26.
- The non-filler instance count after layout reads 76.
- The average wire length per cell after detail routing reads 7.05 um.
- By startpoint and endpoint, the worst setup path is classified as reg -> out.
- The detailed router used layers up to and including met4.
- The number of setup buffers added after CTS is 0.
- The number of antenna violations at the first check in global routing is 0.
- The final worst clock skew is 0.00139 ns.
- The post-synth count of flops with an enable pin is 0.
- The clock tree from TritonCTS is done.
- The async set-or-reset flop fraction in the synthesized netlist reads 100%.
- The cell area after placement is 324 um2.
- Per the timing report, the achievable frequency comes out to 671 MHz.
- The largest driver fanout on the critical path is 5.
- On the worst path, the slowest cell contributes a delay of 0.50 ns.
- In the log, the iteration count for the first detailed-route pass is 1.
==> cells by family after synthesis <==
family | after synthesis | synth area share [%]
simple gates | 6 | 13.3
flops | 4 | 48.5
buf+inv | 2 | 3.64
compound gates | 7 | 22.4
fa+ha+maj | 2 | 12.1
==> per-layer routing <==
| layer | vias up | GRT usage (%) |
|---|---|---|
| met2 | 9 | 2.01 |
| met5 | - | 0 |
| met4 | 0 | 0.704 |
| met1 | 89 | 1.93 |
| met3 | 2 | 1.70 |
| li1 | 92 | - |
==> worst min-delay path by stage <==
stage / startpoint / endpoint
4_1_cts: reset_n / Q_reg[1]$_DFFE_PN0P_
5_1_grt: reset_n / Q_reg[1]$_DFFE_PN0P_
6_report: reset_n / Q_reg[1]$_DFFE_PN0P_
==> placed cells by master, fill, tap and decap left out, drive strengths merged <==
cell type / instances
a21oi: 3
clkbuf: 3
clkdlybuf4s50: 6
dfrtp: 4
ha: 2
inv: 2
nand2: 2
nand3: 2
nor2: 2
o21ai: 3
o41ai: 1
==> per-stage QoR <==
step | hold slack, ns | utilization [%] | total power (W)
finish | 0.310 | 10.1 | 0.000518
floorplan | 0.0444 | - | 0.000280
global placement | 0.533 | 9.49 | 0.000391
detailed placement | 0.553 | 9.49 | 0.000403
global route | 0.310 | 10.1 | 0.000570
CTS | 0.301 | 10.1 | 0.000526
==> cell type report <==
class                           count  share of cell area, %
Tap cell                           46                   16.6
Sequential cell                     4                   28.9
Inverter                            2                   2.17
Timing Repair Buffer                6                   17.3
Clock buffer                        3                   6.50
Multi-Input combinational cell     15                   28.5
==> power breakdown <==
part           leakage [nW]  internal [W]  switching, W
combinational        0.0725      0.000125     0.0000859
sequential           0.0486      0.000138     0.0000541
clock                0.0138     0.0000787     0.0000357
Power is estimated from default activity; no workload was simulated.
