[config.mk]
export PLATFORM = sky130hd
export DESIGN_NAME = timer_input
export DESIGN_NICKNAME = timer_input
export VERILOG_FILES = /design/flow/design.v
export SDC_FILE = /design/flow/constraint.sdc
export NUM_CORES = 4
export LEC_CHECK = 1
export CORE_AREA = 10 10 70 70
export DIE_AREA = 0 0 80 80
[constraint.sdc]
current_design timer_input

set clk_period 2.1
set clk_io_pct 0.2

create_clock -name clk0 -period $clk_period [get_ports {clk}]

set non_clock_inputs [all_inputs -no_clocks]
set_input_delay [expr $clk_period * $clk_io_pct] -clock clk0 $non_clock_inputs
set_output_delay [expr $clk_period * $clk_io_pct] -clock clk0 [all_outputs]
[design.v]
module timer_input
    #(parameter FINAL_VALUE = 255)(
    input clk,
    input reset_n,
    input enable,
    output done
    );
	 localparam BITS = $clog2(FINAL_VALUE);
    reg [BITS - 1:0] Q_reg, Q_next;
    always @(posedge clk, negedge reset_n)
    begin
        if (~reset_n)
            Q_reg <= 'b0;
        else if(enable)
            Q_reg <= Q_next;
        else
            Q_reg <= Q_reg;
    end
    assign done = Q_reg == FINAL_VALUE;
    always @(*)
        Q_next = done? 'b0: Q_reg + 1;
endmodule
[run.sh]
#!/bin/bash
# OpenROAD 26Q1-2900-gdf79404cd8, Yosys 0.63+post, stock flow scripts
make -C /OpenROAD-flow-scripts/flow DESIGN_CONFIG=/design/flow/config.mk WORK_HOME=/design/flow/orfs finish
==> flow_summary.toml <==
# yosys + openroad results
[run_status]
status = "finished clean"

[worst_setup_path]
timing.rr.start = "Q_reg[0]"
crit_required_ns = 1.68
critPathKind = "flop to output port"
cp-start-kind = "flop"
crit_arrival_ns = 1.59
endpoint_kind = "output port"
critPathMaxFanout = 5
critical_path.startpoint = "Q_reg[3]"

[cells_and_area]
area_growth_pct = 34.8
fillers = 398
largest_reg_flops = 8
drive_above_1_share_pct = 23.3
design_area_sq_um = 514

[flow_run]
maxCapViolCount = 0
tool_warnings = 25

[placement]
place_area_sq_um = 469
dp_hpwl_um = 525
io_buffers = 3
gp_congestion = 0.673

[clocking]
cts_made_buffers = 3
clk_pin_slew_ns = 0.05
ctsHoldBuffers = 0
cts_tree = "done"
cts.sinks = 8
clock_latency_ns = 0.25
clockRootBuffer = "clkbuf_4"
clock_path_buffers = 2
htreeDepth = 1

[yosys]
yosysTopAreaCellShare_pct = 52.5
synth_flops = 8
aoi_share_pct = 5.25
ys_area_sq_um = 382
ys_seq_share_pct = 52.5
ys_types = 16
syn_area_per_cell_sq_um = 10.9
yosys_warnings = 1
topCombFamilyByArea = "simple AND/OR/NAND/NOR gates"
ys_sh_adder_pct = 3.28
syn_inst = 35
ys_sh_simple_pct = 23.6
ys_sh_xor_pct = 11.5
mux_area_share_pct = 2.95
synth_top_cell_by_area = "dfrtp_1"
ys_cells = 35
syn-cell-area_sq_um = 382
area_leaders = "dfrtp_1 52%, xnor2_1 6.9%, nand4_4 5.6%"

[global_route]
grt_usage_pct = 2.35
grt_pass1_vias = 257
antenna_found_initial = 0
grt_start_max_net_pins = 9
grt_pass1_wl_um = 1200
overflow = 0

[sta]
fin_skew_ns = 0.00160
finalHoldViolations = 0
fin_crit_ns = 2.01
tns_ns = 0
fin_crit_sh_pct = 95.7
relSlewSlack_pct = 75.0
finalSetupViolCount = 0
rsz0062_at_grt = "no"
final_max_slew_viol_count = 0
tightest_slew_ns = 0.373
clock.fmax_ghz = 0.498

[pwr]
p_leak_uw = 0.000190
p_comb_share_pct = 31.3
power_density_nw_per_um2 = 1160
p_int_uw = 388
power.share.clock_pct = 20.0
p_sw_uw = 207
peakVddDrop_v = 0.000687
seq_power_share_pct = 48.7
swShare_pct = 34.8

[routing]
drc = 0
ant_nets = 0
diodes = 0
num_vias = 283
wl_um = 736
drt_first_pass_iters = 2
wl_per_cell_um = 8.27
drtIter0Drc = 6
vias_per_cell = 3.18

[min_path]
worstHoldPathType = "input pin to asynchronous set/reset pin"

[floorplanning]
coreArea_sq_um = 3420
rows = 21
fp_util_pct = 11.2
chipWidth_um = 80
dieArea_sq_um = 6400
ios = 4
die_h_um = 80
-- power by group through the flow --
stage | Combinational (uW) | Clock, uW | Sequential [uW]
finish | 186 | 119 | 289
CTS | 143 | 124 | 302
global route | 211 | 131 | 299
-- logic make-up after synthesis --
family	after synthesis
XOR/XNOR	5
buffers and inverters	1
AND-OR/OR-AND	4
adder cells (fa/ha/maj)	1
flip-flops	8
AND/OR/NAND/NOR	15
multiplexers	1
-- timing repair --
action / CTS / global route
endpoints found under the setup margin: 1 / 1
gates resized: 1 / 1
buffers inserted: 0 / 2
-- area by class of cell --
| class | instances | area, sq um | area share [%] |
|---|---|---|---|
| repair buffers | 5 | 45.0 | 8.76 |
| inverters | 1 | 3.75 | 0.730 |
| multi-input cells | 26 | 185 | 36.0 |
| flip-flops and latches | 8 | 200 | 38.9 |
| clock buffers | 3 | 22.5 | 4.38 |
| well taps | 46 | 57.6 | 11.2 |
-- worst paths after layout --
path | slack (ns) | end | cells past startpoint
max in group asynchronous | 1.39 | Q_reg[0] | 1
hold reg to reg | 0.48 | Q_reg[6] | 1
min in group clk0 | 0.48 | Q_reg[6] | 1
hold / removal | 0.45 | Q_reg[5] | 1
setup reg to reg | 0.81 | Q_reg[0] | 4
setup / recovery | 0.09 | done | 3
-- through the flow --
stage	hold slack, ns	setup WS (ns)	utilization (%)	total power (uW)	std cells
floorplan	0.124	0.937	-	403	35
global placement	0.463	0.206	13.7	439	84
detailed placement	0.470	0.195	13.7	445	84
CTS	0.460	0.00875	14.5	569	87
global route	0.477	0.000455	15.1	641	89
finish	0.447	0.0909	15.1	595	89
-- cells in the final DEF, fill, tap and decap left out --
cell type        Yosys  layout
nor3_1               2       1
or3_2                1       1
nand2_1              3       3
dfrtp_1              8       8
or3_1                1       1
nor3_2               0       1
nand3_1              2       2
clkdlybuf4s50_1      0       3
inv_1                1       1
ha_2                 0       1
nand4_1              2       2
buf_4                0       2
mux2_2               1       1
nor2_1               3       3
nand4_4              1       1
o21ai_0              2       2
a21oi_1              2       2
clkbuf_4             0       3
xor2_1               2       2
xnor2_1              3       3
-- cells in the mapped netlist --
cell type,instances
inv_1,1
mux2_2,1
nor3_1,2
o21ai_0,2
nand2_1,3
or3_2,1
ha_1,1
or3_1,1
nand4_4,1
nand3_1,2
a21oi_1,2
dfrtp_1,8
nor2_1,3
nand4_1,2
xor2_1,2
xnor2_1,3
-- per-layer routing --
metal | GRT usage (%) | up-vias | routed length (um)
met5 | 0 | - | 0
met4 | 0.352 | 0 | 0
met3 | 1.59 | 0 | 62
met2 | 2.73 | 7 | 277
met1 | 3.45 | 135 | 396
li1 | - | 141 | -
-- worst max-delay path, cell delays in order (launching register included) --
cell             delay [ns]
dfrtp_1                0.41
nand4_1                0.21
nor3_2                 0.23
clkdlybuf4s50_1        0.49
Power is estimated from default activity; no workload was simulated.
