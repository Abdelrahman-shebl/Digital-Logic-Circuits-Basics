==> flow/run.sh <==
#!/bin/bash
# OpenROAD 26Q1-2900-gdf79404cd8, Yosys 0.63+post, stock flow scripts
make -C /OpenROAD-flow-scripts/flow DESIGN_CONFIG=/design/flow/config.mk WORK_HOME=/design/flow/orfs finish
==> flow/config.mk <==
export PLATFORM = sky130hd
export DESIGN_NAME = multi_decade_counter
export DESIGN_NICKNAME = multi_decade_counter
export VERILOG_FILES = /design/flow/design.v
export SDC_FILE = /design/flow/constraint.sdc
export NUM_CORES = 4
export LEC_CHECK = 1
export CORE_AREA = 10 10 83 83
export DIE_AREA = 0 0 93 93
==> flow/constraint.sdc <==
current_design multi_decade_counter

set clk_period 3.4
set clk_io_pct 0.2

create_clock -name clk0 -period $clk_period [get_ports {clk}]

set non_clock_inputs [all_inputs -no_clocks]
set_input_delay [expr $clk_period * $clk_io_pct] -clock clk0 $non_clock_inputs
set_output_delay [expr $clk_period * $clk_io_pct] -clock clk0 [all_outputs]
==> flow/design.v <==
module BCD_counter (
    input clk,
    input reset_n,
    input enable,
    output done,
    output [3:0] Q
    );
reg [3 : 0] Q_reg,Q_next;
assign done = Q_reg == 9;
always @ (posedge clk , negedge reset_n)
begin	
	if (~reset_n)
		Q_reg <= 0;
	else if (enable) 
		Q_reg <= Q_next;
	else
		Q_reg <= Q_reg;
end
always @ (*)
begin
		Q_next =done ? 1'b0 :Q_reg+1;
end
assign Q=Q_reg;
endmodule
module multi_decade_counter (
    input clk,
    input reset_n,
    input enable,
    output done,  
    output [3:0] ones, tens, hundreds
);
wire done0;
BCD_counter counter0 (
    .clk(clk),
    .reset_n(reset_n),
    .enable(enable),
    .done(done0),
    .Q(ones)
);
wire done1;
BCD_counter counter1 (
    .clk(clk),
    .reset_n(reset_n),
    .enable(done0),
    .done(done1),
    .Q(tens)
);
wire done2 ;
assign done2 = done1 &  done0;
BCD_counter counter2 (
    .clk(clk),
    .reset_n(reset_n),
    .enable(done2),
    .done(done),
    .Q(hundreds)
);
endmodule 
==> metrics.cfg <==
[worst_setup_path]
worstPathRequired_ns = 2.72
cpMaxStageDelayCell = clkdlybuf4s50_1
max_stage_delay_ns = 0.46
crit_path_cell_trace = nor2b_1, and3b_1, clkdlybuf4s50_1
worstSetupPathType = register to primary output
worstPathArrival_ns = 1.53
start_kind = register
cp-end-kind = primary output
critPathMaxFanout = 5

[detailed_routing]
drc = 0
drtPass1Iterations = 2
wirelength_um = 1380
wl_per_cell_um = 9.75
vias_per_cell = 3.26
diodes = 0
ant_nets = 0
num_vias = 459
drtIter0Drc = 6

[final_timing]
maxSlewViolCount = 0
hold_viol = 0
setup_slack_ns = 1.19
tightest_slew_ns = 0.574
post-route-period-util = 0.650
max_freq_mhz = 452
skew_ns = 0.00462
maxSlewHeadroom = 0.616
setup-tns-final_ns = 0
setup_viol = 0
layout_min_cycle_time_ns = 2.21
rsz0062_at_grt = false

[clock_tree]
path_clk_slew_ns = 0.05
cts_hold_buf = 0
cts_setup_buffers = 0
cts_tree = built
clockBufferDepth = 2
h-tree-depth = 1
cts_made_buffers = 3
clock-root-buffer = clkbuf_8
cts_resized = 0
cts.sinks = 12
clock_latency_ns = 0.24

[placement]
place.gp.congestion = 0.686
io_buffers = 15
place_inst = 137
place_ws_ns = 1.44
dpl.hpwl_um = 1070
placed_cell_area_um2 = 835

[global_routing]
grt_pass1_vias = 468
grt_pass1_wl_um = 2260
grt_overflow = 0
grt_max_degree = 13
grt_usage = 0.0316
antenna_found_initial = 0

[run_status]
outcome = finished, final reports clean

[die]
initial_core_util = 0.118
rows = 26
core_um2 = 5140
chipArea_um2 = 8650
die_h_um = 93
ios = 16
fp.dieW_um = 93

[finish]
area_delta_synth_final_pct = 46.3
lay_top_count = clkdlybuf4s50_1
nFillCells = 572
fin_cells = 141
layout_top_cells = 15 x clkdlybuf4s50_1, 12 x dfrtp_1, 5 x nor2b_1
drive_above_1_share = 0.113
finalInstanceArea_um2 = 890

[power_and_ir_drop]
power_uw = 617
max-vdd-ir-drop_mv = 0.424
p_leak_uw = 0.000366
power_density_nw_per_um2 = 693

[min_path]
holdCritPathClass = register to register

[synth]
syn_area_per_cell_um2 = 11.5
ys_area_um2 = 608
ys_ff = 12
synth_seq_share = 0.494
synth_area_um2 = 608
syn_inst = 53
yosys_warnings = 1
ys_cells = 53
synth.distinct_cells = 25

[run]
tool_warnings = 25
drv_cap = 0

synthesized netlist by cell type:
| master | n | area [µm²] |
|---|---|---|
| a21o_1 | 1 | 7.51 |
| a22o_1 | 2 | 17.5 |
| a31o_1 | 1 | 8.76 |
| a41o_1 | 1 | 10.0 |
| and2b_1 | 1 | 7.51 |
| and3b_1 | 1 | 8.76 |
| and4b_1 | 1 | 10.0 |
| and4bb_1 | 1 | 12.5 |
| and4bb_2 | 1 | 12.5 |
| buf_6 | 1 | 11.3 |
| dfrtp_1 | 12 | 300 |
| inv_1 | 1 | 3.75 |
| mux2_4 | 2 | 30.0 |
| nand2_1 | 4 | 15.0 |
| nand2b_1 | 1 | 6.26 |
| nand3_1 | 3 | 15.0 |
| nand3_2 | 1 | 10.0 |
| nand4_1 | 1 | 6.26 |
| nor2_1 | 2 | 7.51 |
| nor2b_1 | 5 | 31.3 |
| nor3_1 | 1 | 5.00 |
| o2111ai_1 | 1 | 8.76 |
| o21ai_0 | 2 | 10.0 |
| xnor2_1 | 4 | 35.0 |
| xor2_1 | 2 | 17.5 |
kinds of logic (layout without fill, tap and decap cells):
group	Yosys count	in the layout	synth area share
xor+xnor	6	6	0.0864
buf+inv	2	20	0.0247
mux	2	2	0.0494
simple gates	23	23	0.243
compound gates	8	8	0.103
flops	12	12	0.494
critical path, delay by kind of cell, from the launching register on:
kind	cells	cell delay, ns
flops	1	0.43
simple gates	2	0.41
buf+inv	1	0.46
final timing paths:
check,from,endpoint,slack [ns],depth (start not counted)
max in group asynchronous,reset_n,counter1.Q_reg[1],2.21,1
setup reg to reg,counter0.Q_reg[2],counter2.Q_reg[3],1.85,3
min in group asynchronous,reset_n,counter1.Q_reg[0],0.81,1
setup / recovery,counter2.Q_reg[2],done,1.19,3
hold / removal,counter2.Q_reg[2],counter2.Q_reg[2],0.55,1
hold reg to reg,counter2.Q_reg[2],counter2.Q_reg[2],0.55,1
metal layers:
layer / vias to the layer above / GRT usage / wire length, µm
met5: - / 0 / 0
met1: 212 / 0.0425 / 662
met3: 2 / 0.0234 / 186
li1: 229 / - / -
met2: 16 / 0.0415 / 518
met4: 0 / 0.00129 / 6
cell type report:
class / instances / area, µm² / area share
repair buffers: 15 / 150 / 0.169
inverters: 1 / 3.75 / 0.00422
well taps: 70 / 87.6 / 0.0985
multi-input cells: 39 / 293 / 0.329
flip-flops and latches: 12 / 300 / 0.338
clock buffers: 4 / 55.1 / 0.0619
per-stage QoR:
step,hold WS (ns),utilization
final,0.548,0.173
after global routing,0.575,0.173
after CTS,0.549,0.173
after detailed placement,0.540,0.162
after global placement,0.512,0.162
after floorplan,0.384,-
report_power, final:
group / leakage, µW / switching (µW) / internal [µW]
clock: 0.0000288 / 54.2 / 102
combinational: 0.000183 / 56.7 / 143
sequential: 0.000154 / 70.0 / 190
total: 0.000366 / 181 / 436
Power is estimated from default activity; no workload was simulated.
